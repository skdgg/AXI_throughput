[/design/flow/constraint.sdc]
current_design axi_addr

set clk_period 1.9
set clk_io_pct 0.2

create_clock -name clk0 -period $clk_period

set non_clock_inputs [all_inputs -no_clocks]
set_input_delay [expr $clk_period * $clk_io_pct] -clock clk0 $non_clock_inputs
set_output_delay [expr $clk_period * $clk_io_pct] -clock clk0 [all_outputs]
[/design/flow/run.sh]
#!/bin/bash
# OpenROAD 26Q1-2900-gdf79404cd8, Yosys 0.63+post, stock flow scripts
make -C /OpenROAD-flow-scripts/flow DESIGN_CONFIG=/design/flow/config.mk WORK_HOME=/design/flow/orfs finish
[/design/flow/config.mk]
export PLATFORM = sky130hd
export DESIGN_NAME = axi_addr
export DESIGN_NICKNAME = axi_addr
export VERILOG_FILES = /design/flow/design.v
export SDC_FILE = /design/flow/constraint.sdc
export NUM_CORES = 4
export LEC_CHECK = 1
export CORE_AREA = 10 10 71 71
export DIE_AREA = 0 0 81 81
[/design/flow/design.v]
`default_nettype none
module	axi_addr #(
		parameter	AW = 32,
				DW = 32,
		localparam	LENB = 8
	) (
		input	wire	[AW-1:0]	i_last_addr,
		input	wire	[2:0]		i_size,  
		input	wire	[1:0]		i_burst,  
		input	wire	[LENB-1:0]	i_len,
		output	wire	[AW-1:0]	o_next_addr
	);
	localparam		DSZ = $clog2(DW)-3;
	localparam [1:0]	FIXED     = 2'b00;
	localparam		IN_AW = (AW >= 12) ? 12 : AW;
	localparam [IN_AW-1:0]	ONE = 1;
	reg	[IN_AW-1:0]	wrap_mask, increment;
	reg	[IN_AW-1:0]	crossblk_addr, aligned_addr, unaligned_addr;
	always @(*)
	if (DSZ == 0)
		increment = 1;
	else if (DSZ == 1)
		increment = (i_size[0]) ? 2 : 1;
	else if (DSZ == 2)
		increment = (i_size[1]) ? 4 : ((i_size[0]) ? 2 : 1);
	else if (DSZ == 3)
		case(i_size[1:0])
		2'b00: increment = 1;
		2'b01: increment = 2;
		2'b10: increment = 4;
		2'b11: increment = 8;
		endcase
	else
		increment = (1<<i_size);
	always @(*)
	begin
		if (DSZ < 2)
			wrap_mask = ONE | ({{(IN_AW-4){1'b0}},i_len[3:0]} << (i_size[0]));
		else if (DSZ < 4)
			wrap_mask = ONE | ({{(IN_AW-4){1'b0}},i_len[3:0]} << (i_size[1:0]));
		else
			wrap_mask = ONE | ({{(IN_AW-4){1'b0}},i_len[3:0]} << (i_size));
	end
	always @(*)
		unaligned_addr = i_last_addr[IN_AW-1:0] + increment[IN_AW-1:0];
	always @(*)
	if (i_burst != FIXED)
	begin
		aligned_addr = unaligned_addr;
		if (DSZ < 2)
		begin
			if (i_size[0])
				aligned_addr[0] = 0;
		end else if (DSZ < 4)
		begin
			case(i_size[1:0])
			2'b00:  aligned_addr = unaligned_addr;
			2'b01:  aligned_addr[  0] = 0;
			2'b10:  aligned_addr[(AW-1>1) ? 1 : (AW-1):0]= 0;
			2'b11:  aligned_addr[(AW-1>2) ? 2 : (AW-1):0]= 0;
			endcase
		end else begin
			case(i_size)
			3'b001: aligned_addr[  0] = 0;
			3'b010: aligned_addr[(AW-1>1) ? 1 : (AW-1):0]=0;
			3'b011: aligned_addr[(AW-1>2) ? 2 : (AW-1):0]=0;
			3'b100: aligned_addr[(AW-1>3) ? 3 : (AW-1):0]=0;
			3'b101: aligned_addr[(AW-1>4) ? 4 : (AW-1):0]=0;
			3'b110: aligned_addr[(AW-1>5) ? 5 : (AW-1):0]=0;
			3'b111: aligned_addr[(AW-1>6) ? 6 : (AW-1):0]=0;
			default: aligned_addr = unaligned_addr;
			endcase
		end
	end else
		aligned_addr = i_last_addr[IN_AW-1:0];
	always @(*)
	if (i_burst[1])
	begin
		crossblk_addr[IN_AW-1:0] = (i_last_addr[IN_AW-1:0] & ~wrap_mask)
				| (aligned_addr & wrap_mask);
	end else
		crossblk_addr[IN_AW-1:0] = aligned_addr;
	generate if (AW > 12)
	begin : WIDE_ADDRESS
		assign	o_next_addr = { i_last_addr[AW-1:12],
						crossblk_addr[11:0] };
	end else begin : NARROW_ADDRESS
		assign	o_next_addr = crossblk_addr[AW-1:0];
	end endgenerate
	wire	unused;
	assign	unused = (LENB <= 4) ? &{1'b0, i_len[0] }
				: &{ 1'b0, i_len[LENB-1:4], i_len[0] };
endmodule
==> impl_metrics.env <==
# source this file to load flow results
export IMPL_seq_cells=0
export IMPL_routed_wl_um=2100
export IMPL_vias=703
export IMPL_synth_seq_share=0
export IMPL_dp_hpwl_um=1690
export IMPL_dr_pass1_iters=2
export IMPL_peakVddDrop_mv=0.115
export IMPL_rsz0062_at_grt="true"
export IMPL_fin_crit_sh=1.18
export IMPL_drive_gt1_frac=0.554
export IMPL_vias_per_cell=3.95
export IMPL_hold_worst_slack_ps=760
export IMPL_pwr_share_clk=0
export IMPL_crit_fanout=4
export IMPL_path_buffers=4
export IMPL_yosys_warnings=1
export IMPL_grt_first_pass_wirelength_um=3460
export IMPL_min_from="i_last_addr[12]"
export IMPL_cp_data_required_time_ps=1520
export IMPL_worstSetupStartpointType="input port"
export IMPL_clock_buffers=0
export IMPL_min_to="o_next_addr[12]"
export IMPL_drc=0
export IMPL_grt_max_degree=10
export IMPL_outcome="complete, but fails checks"
export IMPL_drv_cap=0
export IMPL_relSlewSlack=0.803
export IMPL_cp_slowest_stage_delay_ps=250
export IMPL_final_layout_top_logic_cell="buf_4"
export IMPL_path_cells="buf_8, and2b_2, buf_6, ha_4, a211oi_4, nor4_4, buf_4, nand3_4, xnor2_2, buf_2"
export IMPL_seq_area_um2=0
export IMPL_ios=77
export IMPL_p_leak_nw=0.519
export IMPL_fp_util=0.178
export IMPL_finalSetupViolCount=11
export IMPL_power_frac_seq=0
export IMPL_syn_area_um2=648
export IMPL_critPathArrivalTime_ps=1870
export IMPL_yosysUniqueCellTypes=30
export IMPL_antenna_cells=0
export IMPL_grt_pass1_vias=717
export IMPL_cp_top_family="buffers and inverters"
export IMPL_antenna_found_initial=0
export IMPL_tightest_slew_ps=294
export IMPL_yosysChipArea_um2=648
export IMPL_combPwrFrac=1.000
export IMPL_coreArea_mm2=0.00363
export IMPL_rows=22
export IMPL_wl_per_cell_um=11.8
export IMPL_grt_usage=0.0635
export IMPL_ant_nets=0
export IMPL_power_total_mw=0.253
export IMPL_drv_slew=0
export IMPL_area_delta_synth_final_pct=85.1
export IMPL_p_sw_frac=0.399
export IMPL_setup_slack_ps=-346
export IMPL_syn_area_per_cell_um2=7.37
export IMPL_min_period_ps=2250
export IMPL_p_int_mw=0.152
export IMPL_fmax_mhz=445
export IMPL_log_warning_count=42
export IMPL_overflow=0
export IMPL_worstSetupEndpointType="output port"
export IMPL_drtIter0Drc=39
export IMPL_die_area_mm2=0.00656
export IMPL_worstSetupPathType="in -> out"
export IMPL_p_switching_mw=0.101
export IMPL_pwr_density_cell_mw_per_mm2=211
export IMPL_synthCells=88
export IMPL_final_hold_violation_count=0
export IMPL_n_fill_cell=372
export IMPL_layout_top_cells="buf_4 (31), buf_2 (13), clkdlybuf4s50_1 (13)"
export IMPL_place_gp_congestion=0.795
export IMPL_cp_slowest_cell="ha_4"
export IMPL_hold_class="in -> out"
export IMPL_holdPathStages=0
export IMPL_violations="setup timing"
export IMPL_die_h_um=81
export IMPL_io_buffers=32
export IMPL_die_w_um=81
export IMPL_yosys_cells=88
power groups by stage:
stage / clock [mW] / combinational (mW) / sequential, mW
4_1_cts: 0 / 0.239 / 0
5_1_grt: 0 / 0.278 / 0
6_report: 0 / 0.253 / 0
Yosys cell counts:
cell / n / share of area
mux2i_1: 3 / 0.046
buf_4: 20 / 0.23
nor4_1: 1 / 0.0097
nor2_1: 4 / 0.023
nor3_1: 1 / 0.0077
xor2_1: 1 / 0.014
and4b_1: 1 / 0.015
nand3_1: 3 / 0.023
nand4_1: 1 / 0.0097
buf_6: 1 / 0.017
mux2_2: 3 / 0.052
nor2b_1: 1 / 0.0097
a211oi_1: 1 / 0.012
o211ai_1: 1 / 0.012
buf_2: 2 / 0.015
o221ai_1: 1 / 0.014
o21ai_0: 5 / 0.039
inv_1: 3 / 0.017
a21o_1: 1 / 0.012
fa_1: 1 / 0.031
nand2b_1: 2 / 0.019
ha_1: 4 / 0.077
and2b_2: 1 / 0.014
a21boi_0: 1 / 0.012
a2111oi_4: 1 / 0.042
nand2_1: 9 / 0.052
a21oi_1: 4 / 0.031
nand3b_1: 1 / 0.012
xnor2_1: 9 / 0.12
and3_1: 1 / 0.0097
kinds of logic after synthesis:
logic type | after synthesis | synth area share
fa+ha+maj | 5 | 0.108
buf+inv | 26 | 0.282
mux | 6 | 0.0985
compound gates | 15 | 0.172
simple gates | 26 | 0.205
xor+xnor | 10 | 0.135
stage by stage:
| stage | instance area [um2] | std cells | setup slack, ps | setup TNS [ps] | util |
|---|---|---|---|---|---|
| global placement | 1080 | 169 | -1100 | -11880 | 0.298 |
| finish | 1200 | 178 | -346 | -2950 | 0.330 |
| global route | 1200 | 178 | -430 | -3870 | 0.330 |
| detailed placement | 1080 | 169 | -1130 | -12090 | 0.298 |
| floorplan | 703 | 88 | -75.8 | -308 | - |
| CTS | 1140 | 177 | -415 | -3190 | 0.314 |
cell type report:
type | count | area [um2] | area share
multi-input cells | 62 | 619 | 0.516
well taps | 48 | 60.1 | 0.0501
repair buffers | 65 | 509 | 0.424
inverters | 3 | 11.3 | 0.00938
timing repair:
| item | CTS | global route |
|---|---|---|
| gates resized | 75 | 10 |
| pin swaps | 23 | 7 |
| setup endpoints to repair | 12 | 12 |
| hold buffers | 0 | 0 |
| hold endpoints to repair | 0 | 0 |
| setup buffers | 8 | 1 |
routing by layer:
layer	routed length, um	vias up	global-route usage
met5	0	-	0
met3	177	0	0.0212
met2	1030	16	0.104
li1	-	369	-
met4	0	0	0.00346
met1	890	318	0.0831
worst max path at each step:
stage	from	end	slack (ps)	cells after the start
4_1_cts	i_size[0]	o_next_addr[9]	-420	10
6_report	i_size[0]	o_next_addr[9]	-350	10
5_1_grt	i_size[0]	o_next_addr[9]	-430	10
Power is estimated from default activity; no workload was simulated.
