<file path="flow/design.v">
module sfifo #(
		parameter	BW=8,	 
		parameter 	LGFLEN=4,
		parameter [0:0]	OPT_ASYNC_READ = 1'b1,
		parameter [0:0]	OPT_WRITE_ON_FULL = 1'b0,
		parameter [0:0]	OPT_READ_ON_EMPTY = 1'b0
	) (
		input	wire		i_clk,
		input	wire		i_reset,
		input	wire		i_wr,
		input	wire [(BW-1):0]	i_data,
		output	wire 		o_full,
		output	reg [LGFLEN:0]	o_fill,
		input	wire		i_rd,
		output	reg [(BW-1):0]	o_data,
		output	wire		o_empty	 
	);
	localparam	FLEN=(1<<LGFLEN);
	reg			r_empty;
	wire			r_full;
	reg	[(BW-1):0]	mem[0:(FLEN-1)];
	reg	[LGFLEN:0]	wr_addr, rd_addr;
	wire	w_wr = (i_wr && !o_full);
	wire	w_rd = (i_rd && !o_empty);
	initial	o_fill = 0;
	always @(posedge i_clk)
	if (i_reset)
		o_fill <= 0;
	else case({ w_wr, w_rd })
	2'b01: o_fill <= o_fill - 1;
	2'b10: o_fill <= o_fill + 1;
	default: begin end  
	endcase
	assign	r_full = o_fill[LGFLEN];
	assign	o_full = (i_rd && OPT_WRITE_ON_FULL) ? 1'b0 : r_full;
	initial	wr_addr = 0;
	always @(posedge i_clk)
	if (i_reset)
		wr_addr <= 0;
	else if (w_wr)
		wr_addr <= wr_addr + 1'b1;
	always @(posedge i_clk)
	if (w_wr)
		mem[wr_addr[(LGFLEN-1):0]] <= i_data;
	initial	rd_addr = 0;
	always @(posedge i_clk)
	if (i_reset)
		rd_addr <= 0;
	else if (w_rd)
		rd_addr <= rd_addr + 1;
	initial	r_empty = 1'b1;
	always @(posedge i_clk)
	if (i_reset)
		r_empty <= 1'b1;
	else case ({ w_wr, w_rd })
	2'b01: r_empty <= (o_fill <= 1);
	2'b10: r_empty <= 1'b0;
	default: begin end
	endcase
	assign	o_empty = (OPT_READ_ON_EMPTY && i_wr) ? 1'b0 : r_empty;
	generate if (OPT_ASYNC_READ && OPT_READ_ON_EMPTY)
	begin : ASYNCHRONOUS_READ_ON_EMPTY
		always @(*)
		begin
			o_data = mem[rd_addr[LGFLEN-1:0]];
			if (r_empty)
				o_data = i_data;
		end
	end else if (OPT_ASYNC_READ)
	begin : ASYNCHRONOUS_READ
		always @(*)
			o_data = mem[rd_addr[LGFLEN-1:0]];
	end else begin : REGISTERED_READ
		reg		bypass_valid;
		reg [BW-1:0]	bypass_data, rd_data;
		reg [LGFLEN-1:0]	rd_next;
		always @(*)
			rd_next = rd_addr[LGFLEN-1:0] + 1;
		initial bypass_valid = 0;
		always @(posedge i_clk)
		if (i_reset)
			bypass_valid <= 0;
		else if (r_empty || i_rd)
		begin
			if (!i_wr)
				bypass_valid <= 1'b0;
			else if (r_empty || (i_rd && (o_fill == 1)))
				bypass_valid <= 1'b1;
			else
				bypass_valid <= 1'b0;
		end
		always @(posedge i_clk)
		if (r_empty || i_rd)
			bypass_data <= i_data;
		initial mem[0] = 0;
		initial rd_data = 0;
		always @(posedge i_clk)
		if (w_rd)
			rd_data <= mem[rd_next];
		always @(*)
		if (OPT_READ_ON_EMPTY && r_empty)
			o_data = i_data;
		else if (bypass_valid)
			o_data = bypass_data;
		else
			o_data = rd_data;
	end endgenerate
endmodule
</file>
<file path="flow/run.sh">
#!/bin/bash
# OpenROAD 26Q1-2900-gdf79404cd8, Yosys 0.63+post, stock flow scripts
make -C /OpenROAD-flow-scripts/flow DESIGN_CONFIG=/design/flow/config.mk WORK_HOME=/design/flow/orfs finish
</file>
<file path="flow/config.mk">
export PLATFORM = sky130hd
export DESIGN_NAME = sfifo
export DESIGN_NICKNAME = sfifo
export VERILOG_FILES = /design/flow/design.v
export SDC_FILE = /design/flow/constraint.sdc
export NUM_CORES = 4
export LEC_CHECK = 1
export CORE_UTILIZATION = 40
</file>
<file path="flow/constraint.sdc">
current_design sfifo

set clk_period 4.2
set clk_io_pct 0.2

create_clock -name clk0 -period $clk_period [get_ports {i_clk}]

set non_clock_inputs [all_inputs -no_clocks]
set_input_delay [expr $clk_period * $clk_io_pct] -clock clk0 $non_clock_inputs
set_output_delay [expr $clk_period * $clk_io_pct] -clock clk0 [all_outputs]
</file>
==> results.txt <==
Flow results follow.

The via count is 2823. After synthesis, flip-flops and latches occupy 72.1% of the total area. The type of origin of the critical path is a flop. In the global route stage, overall resource usage came out at 17.4%. TritonCTS built the clock tree. The number of inserted diodes is 0. The min-delay analysis places its worst path in the category reg -> reg.

The number of core rows is 43. Warnings raised by the tools during the run amount to 30. The maximum fanout along the worst path is 19. The total internal power is 0.00293 W. In this run the power density over the cells is 560 mW/mm^2. The hold-fix buffer count after cts is 0. RePlAce ended its routability-driven mode at a weighted congestion of 0.775. In the final routed layout, each cell accounts on average for 20.1 um.

As logged by OpenROAD, the buffers inserted on ports number 26. The share of the synthesized area in the top cell type is 67.2%. edfxtp_1 takes more of the synthesized area than any other cell. In this run, CTS created clock tree buffers numbering 17. The largest incremental delay on the critical path is 700 ps. The floorplan die height is 122 um. The number of antenna violations at the first check in global routing was 0. For this run the aggregate overflow at the end of global routing stands at 0. The clock period minus worst slack is 3640 ps. The area taken by multi-input combinational cells is reported as 0.00144 mm^2. The post-synthesis area per instance is 18.8 um^2. The layout cell share with drive strength beyond 1 is 16.3%. The share of the clock period used by the worst path after layout is 86.6%.

Endpoints failing hold in the final report were tallied at 0. For this run, the number of Yosys warnings is 1. For reference, the clock transition at the flip-flops on the worst setup and hold paths is 60 ps. Combinational logic burns 15.0% of the power.

The clock insertion delay at the later pin of the skew report is 410 ps. The main area contributors are edfxtp_1 (67%), mux4_1 (7.3%), mux4_2 (6.3%), dfxtp_1 (4.9%), a22oi_1 (2.1%). The final timing report lists a max-slew violation count of 0.

The post-synth area from yosys stat is 0.00572 mm^2. The final setup skew is 4.72 ps. The area used by sequential logic in the layout is 0.00413 mm^2. Synthesis instantiated 30 different standard cells from the library. In this run the critical path is formed by buf_4, mux4_2, a22oi_1, nand2_1, clkdlybuf4s50_1.

The core box area is 0.0139 mm^2. The total detailed-routing wirelength is 10800 um. For this design the static power due to leakage is 2.22 nW. The relative area change from synthesis to final layout is 18.5%. The utilization of the core after routing is 48.6%. After detailed routing, the number of vias per cell comes to 5.27. Counting the fill cells in the layout gives 1110. Setup repair after global routing left no endpoint under its margin. The number of DRC markers after the initial detailed-route iteration is 190. In the log, the iteration count for the first detailed-route pass is 5.

The fraction of synthesis flops using an asynchronous set or reset pin is 0%. The root buffer selected by CTS is clkbuf_16. Summed over all failing endpoints, the final setup total negative slack is 0 ps. The commonest register cell is edfxtp_1. The type of destination of the critical path is an output pin. The die outline area is 0.0148 mm^2. The synthesized design contains 142 register bits. The tightest slew margin relative to the limit is 34.4%.

The total number of H-tree levels is 4. Registers are responsible for 44.8% of the overall power. Data arrives at the worst endpoint at 2800 ps. The required time at the worst endpoint is listed as 3360 ps. The remaining antenna violation count is 0.

Sorting the synthesized cells by how often they occur yields edfxtp_1 (128), nor2_1 (28), a22oi_1 (16), mux4_1 (16), mux4_2 (16). The detailed-route DRC error count is 0. The dominant cell by count in the synthesized netlist is edfxtp_1. By startpoint and endpoint, the worst setup path is classified as reg -> out. Timing would allow up to 275 MHz.

The global-route wire length before repair is 17000 um. The pin count of the biggest net entering global routing is 22. The clock network burns 40.1% of the power. The number of setup buffers added after CTS is 0. The run finished with clean final reports. The netlist area before placement is 0.00572 mm^2.

In this run, synthesis inferred 128 flip-flops with an integrated enable. The clock drives 142 sinks. In this run, post-CTS repair resized a total of 0 instances.

The share of the core area taken by cells at floorplan is 41.1%. 27 I/O pins were placed. The cell count after synthesis came out at 304.

The number of max-cap violations is 0. Per the finish-stage timing summary, setup violations number 0. The longest clock path from root to sink contains 2 buffers. Per the Yosys statistics, synthesis produced 304 cells. The die extent in x is 122 um. The pin closest to its max-slew limit shows a slew of 981 ps. The net switching component of the power is 0.000863 W. Of the total power, the share spent switching nets is 22.7%. The estimated wirelength of the detail-placed design is 6860 um. The number of global-route vias before repair is 2972. The cell type of the slowest stage on the worst timing path is dfxtp_2. Per the power-grid run, VDD falls by no more than 261 uV.
sequential cells by signal (all words and copies together), names as in the netlist:
| register | count |
|---|---|
| r_empty | 1 |
| mem | 128 |
| o_fill | 5 |
| wr_addr | 4 |
| rd_addr | 4 |
cells by family after synthesis:
| group | after synthesis | share of synthesized area (%) |
|---|---|---|
| buffers and inverters | 23 | 2.71 |
| and+or+nand+nor | 61 | 4.85 |
| DFF | 142 | 72.1 |
| muxes | 34 | 14.0 |
| adders and majority gates | 9 | 1.97 |
| xor gates and xnor gates | 10 | 1.53 |
| AOI/OAI and AO/OA | 25 | 2.89 |
routing by layer:
| metal | GRT usage (%) | up-vias | routed length, um |
|---|---|---|---|
| met3 | 6.97 | 13 | 836 |
| met1 | 27.1 | 1405 | 4470 |
| li1 | - | 1295 | - |
| met4 | 2.31 | 0 | 165 |
| met5 | 0 | - | 0 |
| met2 | 26.3 | 110 | 5290 |
power groups by stage:
stage / Clock, W / Sequential (W) / Combinational (W)
final: 0.00152 / 0.00170 / 0.000571
after CTS: 0.00155 / 0.00170 / 0.000581
after global routing: 0.00161 / 0.00171 / 0.000637
critical path, delay by kind of cell (launching register included):
| family | cells | cell delay (ps) |
|---|---|---|
| simple gates | 1 | 90 |
| compound gates | 1 | 230 |
| buf+inv | 2 | 810 |
| mux | 1 | 540 |
| flops | 1 | 700 |
through the flow:
stage               std cells  cell area (um^2)  hold slack (ps)  total power (W)  worst slack, ps
global placement          504              6180              489          0.00230              980
global route              536              6780              585          0.00396              367
detailed placement        504              6180              492          0.00231              955
finish                    536              6780              507          0.00380              562
floorplan                 304              5720              433          0.00208             1780
CTS                       536              6780              511          0.00383              494
cell usage in the layout (no fill, tap or decap), drive strengths merged, types with 12 or more instances in the layout:
cell	synthesis	layout
a22oi	16	16
buf	9	12
clkbuf	6	18
clkdlybuf4s50	0	26
dfxtp	14	14
edfxtp	128	128
mux4	32	32
nand2	14	14
nor2	28	28
final cells by class:
| cell class | instances | share of cell area, % |
|---|---|---|
| sequential | 142 | 60.9 |
| clock buffer | 18 | 6.33 |
| tap | 180 | 3.32 |
| inverter | 5 | 0.277 |
| multi-input combinational | 139 | 21.3 |
| timing repair buffer | 38 | 5.35 |
| clock inverter | 14 | 2.57 |
final timing paths:
path	cells past startpoint	from	endpoint	slack (ps)
max	5	rd_addr[0]	o_data[2]	560
min	2	r_empty	r_empty	510
max reg2reg	7	r_empty	o_fill[4]	2150
min reg2reg	2	r_empty	r_empty	510
Power and IR drop assume default switching activity.
